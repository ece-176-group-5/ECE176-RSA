==> design.v <==
module Multiplier(F, q, p, Load);
  parameter size =4;
  output reg [((size*2)-1):0]F;
  input [(size-1):0]q;
  input [(size-1):0]p;
  input Load;
  always @(*) begin
    F=q*p;
  end
  endmodule
==> run.sh <==
#!/bin/bash
# OpenROAD 26Q1-2900-gdf79404cd8, Yosys 0.63+post, stock flow scripts
make -C /OpenROAD-flow-scripts/flow DESIGN_CONFIG=/design/flow/config.mk WORK_HOME=/design/flow/orfs finish
==> config.mk <==
export PLATFORM = sky130hd
export DESIGN_NAME = Multiplier
export DESIGN_NICKNAME = Multiplier
export VERILOG_FILES = /design/flow/design.v
export SDC_FILE = /design/flow/constraint.sdc
export NUM_CORES = 4
export LEC_CHECK = 1
export CORE_AREA = 10 10 72 72
export DIE_AREA = 0 0 82 82
==> constraint.sdc <==
current_design Multiplier

set clk_period 5.9
set clk_io_pct 0.2

create_clock -name clk0 -period $clk_period

set non_clock_inputs [all_inputs -no_clocks]
set_input_delay [expr $clk_period * $clk_io_pct] -clock clk0 $non_clock_inputs
set_output_delay [expr $clk_period * $clk_io_pct] -clock clk0 [all_outputs]
==> run summary <==
Flow results are below.

- On the critical path, the stage with the largest delay is an instance of sky130_fd_sc_hd__fa_1.
- The met1 usage is 0.03595, for reference.
- For this run, the number of Yosys warnings is 1.
- The run finished with clean final reports.
- The number of placement rows is 22, for reference.
- The final layout report lists a clock buffer count of 0.
- Data on the critical path is required at its endpoint by roughly 4.7 ns.
- The class of the most critical setup path is primary input to output pin, for reference.
- Walking the worst path, the cells encountered are clkdlybuf4s50_1, nand2_1, fa_1, inv_1, fa_1, ha_1, a211oi_1, or4b_1, o2111ai_1, clkdlybuf4s50_1.
- The via count of the first global-routing pass was 396.
- Derived from the worst setup path, the maximum achievable clock frequency is between 150 and 200 MHz.
- The effective utilization at floorplan is 0.1211, for reference.
- The min-delay analysis places its worst path in the category primary input to output pin.
- The final cell utilization of the core is 0.1808, for reference.
- The final tally of hold violations is 0, for reference.
- The first-pass iteration count of the detailed router is 4, for reference.
- After detailed routing, the number of remaining DRC violations is 0.
- The longest individual stage delay on the worst path is 0.54 ns, for reference.
- The die extent in x is around 82 µm, for reference.
- Relative to the synthesized area, the layout overhead comes to 49.30%.
- Of the post-synthesis cell area, the dominant cell type holds 0.3361.
- The tally of filler cells in the layout is a little over 400, for reference.
- The register share after synthesis is 0, for reference.
- Synthesis handed over a netlist of 51 instances.
- The Yosys chip area is between 400 and 500 µm², for reference.
- The overall die size recorded for this design is between 6000 and 7000 µm².
- The number of antenna violations at the first check in global routing came to 0.
- The most used standard cell by instance count after synthesis is sky130_fd_sc_hd__and2_1, for reference.
- Setup repair after global routing left no endpoint under its margin.
- The global routing met2 resource utilization is 0.05564, for reference.
- The critical path contains buffers and inverters numbering 3 combined.
- The transition time recorded at the tightest slew-check pin is ~0.33 ns.
- Global route summary, busiest routing layer listed as met2.
- The layout cell share with drive strength beyond 1 is 0.01493, for reference.
- The maximum net fanout on the critical path is 4, for reference.
- The top-level port count is 17, for reference.
- Dividing the final minimum period by the clock period gives 0.9506.
- Dividing total power by cell area gives a power density of around 94 nW/µm².
- The type of element launching the critical path is a primary input, for reference.
- Sequential cells placed in the final layout were counted as 0.
- The routed design shows a wire length per standard cell of about 8.5 µm.
- The met3 track demand over resource is 0.001101, for reference.
- For reference, the top cells by area after synthesis are sky130_fd_sc_hd__ha_1 34%, sky130_fd_sc_hd__and2_1 18%, sky130_fd_sc_hd__fa_1 18%.
- The area inside the core boundary is 3689 µm², for reference.
- The final layout contains routed wiring with a total length of approximately 980 µm.
- The data arrival time reported for the critical path is 4.43 ns.
- Per the GRT congestion report, total overflow comes to 0.
- Registers take 0 µm².
- The die height is between 80 and 90 µm, for reference.
- Before any placement, the netlist area is recorded as 446.7 µm².
- The post-synthesis area per instance is about 9 µm², for reference.
- Across all stage logs, warnings added up to 33.
- The number of gates given a new drive strength after cts is 0, for reference.
- Detailed-route iteration 0 reported a violation count of 16.
- The commonest cells after synthesis are 13 x sky130_fd_sc_hd__and2_1, 12 x sky130_fd_sc_hd__ha_1, 4 x sky130_fd_sc_hd__fa_1.
- Routability-driven placement finished with a final weighted congestion of 0.8110.
- Across the VDD grid, the largest voltage drop is 0.00001772 V.
- After clock tree synthesis, the flow added hold-fix buffers numbering 0.
- The first global-routing pass estimated 1642 µm of wire.
- Antenna repair during routing inserted a diode count of 0.
- The largest net degree at the start of global routing is 6, for reference.
- The number of setup buffers added after CTS is 0, for reference.
- The cell accounting for the most synthesized area is sky130_fd_sc_hd__ha_1, for reference.
- The number of nets still failing antenna checks after routing is 0, for reference.
- Across all checked pins, the minimum headroom to the slew limit is 0.7799.
- The final max-slew violation count is 0, for reference.
- The number of max-capacitance violations reported is 0, for reference.
- STA classifies the critical path endpoint as an output pin.
- The final sum of negative setup slack is 0 ns, for reference.
- The average via count per standard cell is about 3.5, for reference.
- Per the placement log, port buffering inserted 16 buffers.
- The total number of vias is roughly 400, for reference.
- The final setup violation count is 0, for reference.
- Subtracting the final worst setup slack from the clock period gives 5.609 ns.
- The number of cells in Yosys stat is 51, for reference.
- The leakage power in the latest report is roughly 0.31 nW.
- The critical path's top delay family is adder cells, for reference.
- The number of library cell types mapped by synthesis is 17, for reference.
- Overall routing resource usage recorded by global route was 0.02866.
==> routing by layer <==
layer | vias to the layer above | share of wire
met1 | 188 | 0.38
met4 | 0 | 0
li1 | 213 | -
met3 | 0 | 0.036
met2 | 4 | 0.58
met5 | - | 0
==> layout by cell type (no fill, tap or decap), drive strengths merged, types with 2 or more instances in the layout <==
master | synthesis | layout
a21o | 2 | 2
a21oi | 3 | 3
and2 | 13 | 13
clkdlybuf4s50 | 0 | 16
fa | 4 | 4
ha | 12 | 12
inv | 3 | 3
nand2 | 3 | 3
nor2 | 2 | 2
xnor2 | 2 | 2
==> logic make-up (layout without fill, tap and decap cells) <==
family | Yosys count | in the layout | synth area share
compound gates | 9 | 9 | 0.1345
fa+ha+maj | 16 | 16 | 0.5154
buf+inv | 3 | 19 | 0.02521
simple gates | 20 | 20 | 0.2661
xor+xnor | 3 | 3 | 0.05883
==> final cells by class <==
type                       instances  area [µm²]  share of cell area
inverter                           3       11.26             0.01689
multi-input combinational         48       435.4              0.6529
tap                               48       60.06             0.09006
timing repair buffer              16       160.2              0.2402
==> path summary, 6_finish.rpt <==
path	from	end	slack, ns	cells past startpoint
setup / recovery	p[3]	F[7]	0.29	10
hold / removal	q[0]	F[0]	3.37	3
==> tightest hold or removal path, delay by kind of cell <==
family	cells	cell delay, ns
buf+inv	2	0.86
simple gates	1	0.16
==> power by group <==
group / switching, W / internal [W]
Sequential: 0 / 0
Combinational: 0.0000232 / 0.0000396
Clock: 0 / 0
Total: 0.0000232 / 0.0000396
==> per-stage QoR <==
step	total power [W]	std cells	area (µm²)	hold slack [ns]	setup WS, ns
2_1_floorplan	0.00002945	51	446.7	2.432	1.443
6_report	0.00006286	115	666.9	3.372	0.2914
5_1_grt	0.00007254	115	666.9	3.416	0.09836
4_1_cts	0.00006522	115	666.9	3.384	0.2531
3_5_place_dp	0.00006456	115	666.9	3.381	0.2603
3_3_place_gp	0.00006458	115	666.9	3.373	0.2676
Power is estimated from default activity; no workload was simulated.
