===== ./run.sh =====
#!/bin/bash
# OpenROAD 26Q1-2900-gdf79404cd8, Yosys 0.63+post, stock flow scripts
make -C /OpenROAD-flow-scripts/flow DESIGN_CONFIG=/design/flow/config.mk WORK_HOME=/design/flow/orfs finish

===== ./config.mk =====
export PLATFORM = sky130hd
export DESIGN_NAME = Subtractor_2_input
export DESIGN_NICKNAME = Subtractor_2_input
export VERILOG_FILES = /design/flow/design.v
export SDC_FILE = /design/flow/constraint.sdc
export NUM_CORES = 4
export LEC_CHECK = 1
export CORE_AREA = 10 10 70 70
export DIE_AREA = 0 0 80 80

===== ./constraint.sdc =====
current_design Subtractor_2_input

set clk_period 1.2
set clk_io_pct 0.2

create_clock -name clk0 -period $clk_period

set non_clock_inputs [all_inputs -no_clocks]
set_input_delay [expr $clk_period * $clk_io_pct] -clock clk0 $non_clock_inputs
set_output_delay [expr $clk_period * $clk_io_pct] -clock clk0 [all_outputs]

===== ./design.v =====
module Subtractor_2_input(p_sub, q_sub, p, q);
  parameter size=4;
  output [(size-1):0]p_sub;
  output [(size-1):0]q_sub;
  input [(size-1):0]p;
  input [(size-1):0]q;
  assign p_sub=p-1;
  assign q_sub=q-1;
endmodule

==> qor_table.md <==
| Step | Parameter | This run |
|---|---|---|
| synth | Post-synthesis sequential area ratio | 0 |
| layout | Sequential Area | 0 µm² |
| sta | Slew at the pin closest to its max-slew limit | 0.152 ns |
| worst setup path | Critical Path Sink Type | output port |
| sta | Number of setup violations in the final report | 0 |
| detailed routing | Detailed-route wire length | 432 µm |
| sta | Fraction of the cycle the final worst path needs | 0.947 |
| min path | Worst hold start | p[3] |
| placed design | Area after detailed placement | 343 µm² |
| global route | Antenna violations before repair | 0 |
| floorplan | Total Die Area | 0.00640 mm² |
| sta | Final Hold Fails | 0 |
| min path | Hold Path Sink | p_sub[3] |
| worst setup path | Required time at the worst-slack endpoint | 0.96 ns |
| synth | Chip Area, Yosys | 103 µm² |
| sta | Highest Clock Rate | 880 MHz |
| detailed routing | 1st-iter DRT viols | 0 |
| detailed routing | Number of iterations in the first detailed-routing pass | 1 |
| floorplan | CORE AREA | 0.00342 mm² |
| synth | Mean instance size in the synthesized netlist | 7.33 µm² |
| sta | Slew Viols, Final | 0 |
| global route | Largest net degree at the start of global routing | 3 |
| sta | Final critical-path required period | 1.14 ns |
| pwr | Tot Pwr | 0.0874 mW |
| synth | Number of distinct standard cells referenced by the synthesized netlist | 4 |
| floorplan | Number of I/O pins | 16 |
| placed design | Half-perimeter wire length of the detailed placement result | 388 µm |
| layout | Clkbuf count | 0 |
| detailed routing | Post-DRT Antenna Nets | 0 |
| detailed routing | DR vias | 154 |
| worst setup path | Data arrival time of the worst path | 0.90 ns |
| layout | Flops | 0 |
| layout | Layout fillers | 401 |
| pwr | Worst voltage drop across the vdd grid | 0.0677 mV |
| floorplan | Initial core utilization | 0.0300 |
| worst setup path | Nature of the critical path startpoint | primary input |
| global route | Vias in the first global route | 138 |
| pwr | Leak Pwr | 0.185 nW |
| layout | Ratio of cells with drive above 1 in the final layout | 0.500 |
| worst setup path | Crit Path Max Fanout | 2 |
| global route | First-pass GRT wire length | 607 µm |
| detailed routing | Routed wire length per instance | 5.40 µm |
| detailed routing | Detailed-route vias per instance | 1.93 |
| min path | Cells on Worst Hold Path | 3 |
| placed design | Count of buffers from port buffering | 16 |
| status | Status | completed |
| synth | Summed instance area of the synthesized netlist | 103 µm² |
| layout | Area delta synth->final | 235% |
| detailed routing | Number of antenna diodes | 0 |
| synth | Ys cells | 14 |
| synth | Post-Syn Instances | 14 |
| min path | Hold WC Path Type | primary input to output port |
| global route | Global-route total usage across every layer | 0.0109 |
| placed design | Final estimated routing congestion in global placement | 0.724 |
| job | Max Cap Violations | 0 |
| floorplan | Die Wd | 80 µm |
| job | Number of logged tool warnings | 32 |
| worst setup path | Worst setup path class | primary input to output port |
| global route | Total congestion overflow | 0 |
| layout | Cell area after layout | 344 µm² |
| floorplan | Number of rows in the core area | 21 |
| sta | Min Hold Slack | 0.739 ns |
| detailed routing | Detailed-route DRC error count | 0 |
| pwr | Power per cell area | 254 mW/mm² |
| sta | Normalized max-slew margin | 0.898 |
| synth | Yosys synthesis warning count | 0 |
| floorplan | Die height | 80 µm |
## critical path: stages
cell and delay [ns]:
sky130_fd_sc_hd__buf_6 0.07, sky130_fd_sc_hd__inv_1 0.03, sky130_fd_sc_hd__ha_2 0.29, sky130_fd_sc_hd__inv_1 0.03, sky130_fd_sc_hd__dlygate4sd2_1 0.23
## cell usage in the layout (no fill, tap or decap)
| cell type | instances |
|---|---|
| sky130_fd_sc_hd__buf_2 | 2 |
| sky130_fd_sc_hd__buf_4 | 4 |
| sky130_fd_sc_hd__buf_6 | 4 |
| sky130_fd_sc_hd__clkbuf_2 | 1 |
| sky130_fd_sc_hd__clkdlybuf4s15_1 | 1 |
| sky130_fd_sc_hd__clkdlybuf4s15_2 | 1 |
| sky130_fd_sc_hd__clkdlybuf4s50_1 | 1 |
| sky130_fd_sc_hd__dlygate4sd2_1 | 4 |
| sky130_fd_sc_hd__dlymetal6s2s_1 | 2 |
| sky130_fd_sc_hd__ha_1 | 1 |
| sky130_fd_sc_hd__ha_2 | 1 |
| sky130_fd_sc_hd__inv_1 | 4 |
| sky130_fd_sc_hd__inv_2 | 2 |
| sky130_fd_sc_hd__nor3_2 | 2 |
| sky130_fd_sc_hd__xor2_1 | 4 |
## through the flow
step / instances / worst slack, ns / utilization / TNS [ns]
2_1_floorplan: 14 / 0.395 / - / 0
3_3_place_gp: 79 / -0.641 / 0.100 / -4.25
3_5_place_dp: 79 / -0.674 / 0.100 / -4.35
4_1_cts: 80 / 0.00477 / 0.0956 / 0
5_1_grt: 80 / -0.0182 / 0.101 / -0.0182
6_report: 80 / 0.0631 / 0.101 / 0
## cell type report
| class | count | area [µm²] | share of cell area |
|---|---|---|---|
| Timing Repair Buffer | 20 | 181 | 0.527 |
| Inverter | 6 | 22.5 | 0.0655 |
| Multi-Input combinational cell | 8 | 82.6 | 0.240 |
| Tap cell | 46 | 57.6 | 0.167 |
## kinds of logic after synthesis
group,Yosys count,synth area share
AND/OR/NAND/NOR,2,0.195
XOR/XNOR,4,0.341
buffers and inverters,6,0.219
adder cells (fa/ha/maj),2,0.244
## cells in the mapped netlist
master | instances | area [µm²]
sky130_fd_sc_hd__xor2_1 | 4 | 35.0
sky130_fd_sc_hd__nor3_2 | 2 | 20.0
sky130_fd_sc_hd__inv_1 | 6 | 22.5
sky130_fd_sc_hd__ha_1 | 2 | 25.0
## layer usage
metal	wire length, µm	GRT usage
met1	197	0.0165
met5	0	0
met3	141	0.0125
met2	93	0.00883
met4	0	0
## timing repair
action                     4_1_cts  5_1_grt
setup buffers                    1        0
setup endpoints to repair        8        4
hold buffers                     0        0
pin swaps                        4        1
gates resized                   35        8
## where the power goes
group / internal (mW) / switching (mW)
Sequential: 0 / 0
Combinational: 0.0614 / 0.0260
Clock: 0 / 0
Total: 0.0614 / 0.0260
## worst max-delay path by stage
| stage | from | end | slack, ns |
|---|---|---|---|
| global route | q[0] | q_sub[3] | -0.02 |
| finish | q[1] | q_sub[1] | 0.06 |
| CTS | p[2] | p_sub[2] | 0.005 |
Power figures rest on the tool's default switching activity, not on a simulated workload.
